<file path="/design/flow/run.sh">
#!/bin/bash
# OpenROAD 26Q1-2900-gdf79404cd8, Yosys 0.63+post, stock flow scripts
make -C /OpenROAD-flow-scripts/flow DESIGN_CONFIG=/design/flow/config.mk WORK_HOME=/design/flow/orfs finish
</file>
<file path="/design/flow/constraint.sdc">
current_design sev_seg

set clk_period 1.3
set clk_io_pct 0.2

create_clock -name clk0 -period $clk_period

set non_clock_inputs [all_inputs -no_clocks]
set_input_delay [expr $clk_period * $clk_io_pct] -clock clk0 $non_clock_inputs
set_output_delay [expr $clk_period * $clk_io_pct] -clock clk0 [all_outputs]
</file>
<file path="/design/flow/design.v">
module sev_seg(
	input  logic [3:0] sw,
	output logic [6:0] seg
);
always_comb
	case(sw)
		4'b0000: seg = 7'b1000000;
		4'b0001: seg = 7'b1111001;
		4'b0010: seg = 7'b0100100;
		4'b0011: seg = 7'b0110000;
		4'b0100: seg = 7'b0011001;
		4'b0101: seg = 7'b0010010;
		4'b0110: seg = 7'b0000010;
		4'b0111: seg = 7'b1111000;
		4'b1000: seg = 7'b0000000;
		4'b1001: seg = 7'b0011000;
		4'b1010: seg = 7'b0001000;
		4'b1011: seg = 7'b0000011;
		4'b1100: seg = 7'b1000110;
		4'b1101: seg = 7'b0100001;
		4'b1110: seg = 7'b0000110;
		4'b1111: seg = 7'b0001110;
		default: seg = 7'b1111111;
	endcase
endmodule
</file>
<file path="/design/flow/config.mk">
export PLATFORM = sky130hd
export DESIGN_NAME = sev_seg
export DESIGN_NICKNAME = sev_seg
export VERILOG_FILES = /design/flow/design.v
export SDC_FILE = /design/flow/constraint.sdc
export NUM_CORES = 4
export LEC_CHECK = 1
export CORE_AREA = 10 10 70 70
export DIE_AREA = 0 0 80 80
</file>
==> GITHUB_STEP_SUMMARY <==
### Yosys + OpenROAD results

| Metric | Value |
|---|---|
| Status | `finished with violations` |
| Failing checks | `negative setup slack` |
| Logic pwr share | `~100%` |
| Hold WC Path Type | `in -> out` |
| Pwr Density | `a little under 300 mW/mm2` |
| ANT cells | `0` |
| Antenna violations before repair | `0` |
| Chip area | `~0.0064 mm2` |
| Worst EP arrival | `1.20 ns` |
| Seq share, synth | `0%` |
| Yosys cell count | `34` |
| Ys Warns | `1` |
| Area grow syn2layout | `164%` |
| Clock share of power | `0%` |
| Post-DP HPWL | `roughly 700 um` |
| Die Y | `80 um` |
| Place WS | `-1.01 ns` |
| Worst-margin pin slew | `0.153 ns` |
| Finished Layout Cells | `106` |
| Gr ovfl total | `0` |
| Crit path capture type | `output port` |
| Critical path class | `in -> out` |
| Required time worst endpoint | `between 1 and 1.5 ns` |
| Vias | `about 340` |
| Worst relative slew slack | `about nine tenths` |
| Hold-fix buffers, CTS | `0` |
| Flop count | `0` |
| Placer congestion estimate | `about 0.71` |
| Fin. max-slew vios | `0` |
| Sw Ratio | `about 40%` |
| Die width | `approximately 80 um` |
| Routed WL per cell | `9.87 um` |
| Top post-synthesis cells by area | `ha_1 29%, mux2i_1 12%, a22o_1 6.9%` |
| Internal power | `approximately 0.12 mW` |
| YS chip area | `approximately 260 um2` |
| Router iterations before antenna repair | `4` |
| First-pass GRT wire length | `1660 um` |
| Cell area after synthesis | `approximately 260 um2` |
| I/O pin count | `11` |
| Reg power frac | `0%` |
| Final antenna-violating net count | `0` |
| Dpl cells | `around 100` |
| Largest net degree at the start of global routing | `7` |
| # fillers | `between 300 and 400` |
| Total track usage | `approximately 3.1%` |
| Final critical-path share of the clock period | `113%` |
| Port bufs | `11` |
| Clkbuf count | `0` |
| Vias per cell | `approximately 3.2` |
| # DRC | `0` |
| Final Setup Violations | `4` |
| Count of cell types in the netlist | `19` |
| Rows | `21` |
| Yosys top cell by area | `ha_1` |
| Pleak | `just under 0.3 nW` |
| Synthesized instance count | `34` |
| NetSw | `0.0817 mW` |
| CORE AREA | `between 0.003 and 0.004 mm2` |
| Peak VDD IR | `about 0.042 mV` |
| Max FO, Critical Path | `4` |
| Avg Inst Size Synth | `approximately 7.5 um2` |
| Max-cap viol count | `0` |
| Initial DRC count | `7` |
| Post-layout minimum cycle time | `about 1.5 ns` |
| Number of global-route vias before repair | `~360` |
| Fin worst setup slack | `-0.165 ns` |
| Type of origin of the critical path | `input pin` |
| Hold Vio Cnt, Final | `0` |
| Dominant cell area share | `between 20% and 30%` |
| OpenROAD warning count | `39` |
| Layout cell share with drive strength beyond 1 | `73.3%` |
| Min Hold Slack | `0.945 ns` |
| Reg area | `0 um2` |
| RSZ-0062 raised after global routing | `yes` |
| Fmax | `683 MHz` |
| Initial Util | `~7.5%` |
| WL final | `1050 um` |
[cells by family (layout without fill, tap and decap cells)]
logic type	Yosys count	after routing	synth area share, %
and+or+nand+nor	10	10	21.1
AOI/OAI and AO/OA	9	9	23.0
adders and majority gates	6	6	29.4
buffers and inverters	5	31	10.3
muxes	4	4	16.2
[stage by stage]
step                      TNS [ns]  total power [mW]  cell area (um2)  utilization (%)
after detailed placement     -6.21             0.141              475             13.9
final                       -0.363             0.199              673             19.7
after global routing        -0.549             0.219              673             19.7
after floorplan                  0            0.0552              255                -
after global placement       -6.14             0.140              475             13.9
after CTS                   -0.505             0.177              628             18.4
[power by group through the flow]
| stage | Sequential [mW] | Clock [mW] | Combinational (mW) |
|---|---|---|---|
| 4_1_cts | 0 | 0 | 0.177 |
| 5_1_grt | 0 | 0 | 0.219 |
| 6_report | 0 | 0 | 0.199 |
[synth_stat cells]
| master | number |
|---|---|
| buf_6 | 1 |
| nor2b_1 | 1 |
| mux2i_1 | 3 |
| nor2_2 | 1 |
| o21ai_1 | 1 |
| a21oi_1 | 1 |
| ha_1 | 6 |
| a32o_1 | 1 |
| o21ai_0 | 3 |
| clkbuf_1 | 1 |
| nor2_1 | 3 |
| nand2_1 | 1 |
| o22ai_1 | 1 |
| nand3_1 | 1 |
| nand2b_1 | 2 |
| mux2_2 | 1 |
| or3b_1 | 1 |
| inv_1 | 3 |
| a22o_1 | 2 |
[cell usage in the layout, fill, tap and decap left out]
cell type / Yosys / final
buf_2: 0 / 7
o21ai_0: 3 / 1
ha_4: 0 / 6
nor2b_1: 1 / 1
buf_8: 0 / 2
buf_4: 0 / 7
o21ai_1: 1 / 2
clkbuf_4: 0 / 1
nand3_2: 0 / 1
nand2_1: 1 / 1
a22o_1: 2 / 2
nor2_4: 0 / 1
a32o_1: 1 / 1
nand2b_4: 0 / 2
nor2_2: 1 / 2
buf_12: 0 / 1
o22ai_1: 1 / 1
o21ai_2: 0 / 1
inv_1: 3 / 1
mux2_2: 1 / 1
or3b_1: 1 / 1
nor2_1: 3 / 1
buf_6: 1 / 9
inv_8: 0 / 2
a21oi_1: 1 / 1
clkbuf_2: 0 / 1
mux2i_1: 3 / 3
[per-layer routing]
metal,vias up,wire length [um],GRT usage [%]
met1,161,475,3.96
met4,0,0,0
met5,-,0,0
met3,0,9,0.114
met2,5,561,5.94
li1,176,-,-
[worst max-delay path: stages]
cell and delay, ns:
buf_8 0.11, inv_8 0.06, buf_6 0.09, ha_4 0.12, nor2_2 0.03, or3b_1 0.34
o21ai_1 0.08, buf_2 0.11
[final timing paths]
| check | startpoint | end | slack (ns) | cells past startpoint |
|---|---|---|---|---|
| worst max-delay path | sw[1] | seg[0] | -0.16 | 8 |
| worst min-delay path | sw[2] | seg[0] | 0.94 | 4 |
[layout make-up]
cell class                 instances  area, um2  area share [%]
inverter                           3       26.3            3.90
multi-input combinational         29        338            50.2
tap                               46       57.6            8.55
timing repair buffer              28        251            37.4
[repair_timing]
item                       CTS  global route
setup buffers                6             3
cloned                       0             0
pin swaps                    5             5
resized                     71            14
setup endpoints to repair    7             7
Power figures rest on the tool's default switching activity, not on a simulated workload.
