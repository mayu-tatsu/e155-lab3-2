File: design/flow/run.sh
#!/bin/bash
# OpenROAD 26Q1-2900-gdf79404cd8, Yosys 0.63+post, stock flow scripts
make -C /OpenROAD-flow-scripts/flow DESIGN_CONFIG=/design/flow/config.mk WORK_HOME=/design/flow/orfs finish
File: design/flow/config.mk
export PLATFORM = sky130hd
export DESIGN_NAME = keypad_scan
export DESIGN_NICKNAME = keypad_scan
export VERILOG_FILES = /design/flow/design.v
export SDC_FILE = /design/flow/constraint.sdc
export NUM_CORES = 4
export LEC_CHECK = 1
export CORE_UTILIZATION = 30
File: design/flow/constraint.sdc
current_design keypad_scan

set clk_period 5.5
set clk_io_pct 0.2

create_clock -name clk0 -period $clk_period [get_ports {clk}]

set non_clock_inputs [all_inputs -no_clocks]
set_input_delay [expr $clk_period * $clk_io_pct] -clock clk0 $non_clock_inputs
set_output_delay [expr $clk_period * $clk_io_pct] -clock clk0 [all_outputs]
File: design/flow/design.v
module keypad_scan(
    input  logic       clk,
    input  logic       reset,
    input  logic [3:0] col,
    output logic [3:0] rows,
	output logic       num_new
);
	typedef enum logic [3:0] { 
        S0_IDLE, 
		S1_R0, S2_R1, S3_R2, S4_R3, 
        S5_CHECK_R0, S6_CHECK_R1, S7_CHECK_R2, S8_CHECK_R3, 
        S9_CHECKING, S10_PRESSED, S11_WAIT 
    } statetype;
    statetype state, nextstate;
    always_ff @(posedge clk, negedge reset)
        if (~reset) state <= S0_IDLE;
        else        state <= nextstate;
	logic [3:0] newRows;
	logic		rowChange;
    always_ff @(posedge clk, negedge reset)
        if      (~reset)    rows <= 4'b0000;
        else if (rowChange) rows <= newRows;
	logic [3:0] last_col, last_row;
	always_ff @(posedge clk, negedge reset)
		if (~reset) begin
			last_col <= 4'b0000;
			last_row <= 4'b0000;
		end else if (state == S10_PRESSED) begin
			last_col <= col;
			last_row <= rows;
		end
	logic [31:0] counter;
	logic        increment, clear;
    always_ff @(posedge clk)
        if      (clear)		counter <= 0;
        else if (increment) counter <= counter + 1;
	parameter integer SCAN_DELAY = 2;
	parameter integer DEBOUNCE   = 15;
	parameter integer HOLD_TIME  = 300;
    always_comb
        case(state)
            S0_IDLE: nextstate = S1_R0;
            S1_R0:   nextstate = S5_CHECK_R0;
			S2_R1: 	 nextstate = S6_CHECK_R1;
			S3_R2:	 nextstate = S7_CHECK_R2;
			S4_R3:	 nextstate = S8_CHECK_R3;
            S5_CHECK_R0: begin
                if      (|col)					nextstate = S9_CHECKING;
                else if (counter >= SCAN_DELAY) nextstate = S2_R1;
                else							nextstate = S5_CHECK_R0;
			end
            S6_CHECK_R1: begin
                if 		(|col)					nextstate = S9_CHECKING;
                else if (counter >= SCAN_DELAY) nextstate = S3_R2;
                else							nextstate = S6_CHECK_R1;
			end
            S7_CHECK_R2: begin
                if 		(|col)					nextstate = S9_CHECKING;
                else if (counter >= SCAN_DELAY) nextstate = S4_R3;
                else							nextstate = S7_CHECK_R2;
			end
            S8_CHECK_R3: begin
                if 		(|col)					nextstate = S9_CHECKING;
                else if (counter >= SCAN_DELAY) nextstate = S1_R0;
                else							nextstate = S8_CHECK_R3;
			end
            S9_CHECKING: begin
                if (counter >= DEBOUNCE) begin
                    if   (|col) nextstate = S10_PRESSED;
                    else		nextstate = S0_IDLE;
				end else		nextstate = S9_CHECKING;
			end
            S10_PRESSED: 		nextstate = S11_WAIT;
            S11_WAIT: begin
				if (~|col && counter >= HOLD_TIME) nextstate = S0_IDLE;
				else if ( (|col) && ((col & last_col) == 0 || (rows & last_row) == 0) && (counter >= DEBOUNCE) ) begin
					nextstate = S9_CHECKING;
				end	else nextstate = S11_WAIT;
			end
            default: nextstate = S0_IDLE;
        endcase
    always_comb begin
        newRows   = 4'b0000;
        num_new   = 0;
        increment = 0;
        clear 	  = 0;
        rowChange = 0;
        case(state)
            S0_IDLE: clear = 1;
            S1_R0: begin newRows = 4'b0001; rowChange = 1; clear = 1; end
            S2_R1: begin newRows = 4'b0010; rowChange = 1; clear = 1; end
            S3_R2: begin newRows = 4'b0100; rowChange = 1; clear = 1; end
            S4_R3: begin newRows = 4'b1000; rowChange = 1; clear = 1; end
            S5_CHECK_R0: increment = 1;
			S6_CHECK_R1: increment = 1;
			S7_CHECK_R2: increment = 1;
			S8_CHECK_R3: increment = 1;
			S9_CHECKING: increment = 1;
            S10_PRESSED: num_new   = 1;
			S11_WAIT: 	 increment = 1;
        endcase
    end
endmodule
==> Changelog: implementation <==
### Implementation results

* Yosys synthesis chip area at 0.002631 mm^2
* Synth flops at 48
* Chip area at 0.009150 mm^2
* WL/cell at 12.62 um
* Reg-to-reg startpoint: state[2]$_DFF_PN0_
* CP max stage delay at 0.64 ns
* H-tree Lvls at 2
* Slowest cell on the critical path: dfrtp_1
* Max clock buf depth at 2
* Layout area overhead at 9.986%
* Finished Core Util at 34.70%
* Layout cells sized above 1 at a little under an eighth
* Vias per inst at ~5.2
* CTS clock-pin slew for the worst setup and hold paths at 0.09 ns
* WHS at 0.4997 ns
* Vias in the first global route at 1962
* PD cells at 388.8 mW/mm^2
* Hold Crit Class: flop to flop
* Cts hold-fix bufs at 0
* Number of enable flip-flop cells at 0
* Async set or reset register ratio after synthesis at 33.33%
* Placer Congestion at 0.9163
* Final Critical Period at 3.496 ns
* CP max FO at 12
* Final Cycle Share at 63.57%
* Worst path cell trace: nor2b_1 > nand2_1 > nor2_2 > clkdlybuf4s50_1
* Met2 GRT Util at between 10% and 20%
* Final hold violation count at 0
* Setup WS post-layout at 2.004 ns
* Routed WL at 5123 um
* Final HPWL from detailed placement at 3601 um
* Late-Pin Clk Latency at 0.30 ns
* Tot Pwr at 1.125 mW
* # IOs at 11
* Final setup fails at 0
* Top_reg_cell synth: dfxtp_1
* Top cell area share at 24.35%
* Post-place setup slack at 2.367 ns
* Setup CP Type: flop to output pin
* Total CTS buffers at 5
* Top Usage Layer GRT: met1
* Synth Area per Inst at 8.920 um^2
* Gate Count Post-Synth at roughly 300
* Buffers & Inverters on Critical Path at 1
* Antenna cells at 0
* Hold_sp: counter[29]$_SDFFE_PP0P_
* Lkg Pwr at 1.011 nW
* Log Warnings at 26
* DRC at 0
* Tightest Pin Transition at 0.7747 ns
* Worst relative slew slack at 48.12%
* CP required at 4.40 ns
* Startpoint Class: flop
* Iter 0 DRT Violations at 135
* Fmax at roughly 290 MHz
* Fin Setup TNS at 0 ns
* Core Region at 0.008341 mm^2
* Number of clock sinks at between 40 and 50
* Post-synthesis sequential area ratio at 39.56%
* Area leader, netlist: dfxtp_1
* CTS tree: done
* Largest net degree at the start of global routing at 33
* Root buf cell: clkbuf_8
* Antenna violations before repair at 0
* # rows at 33
* Top cells by area: dfxtp_1 24%, dfrtp_1 15%, a21oi_1 4.9%
* Number of port buffers at 10
* Via count at 2118
* Peak VDD IR at 303.8 uV
* Worst Clk Skew at 0.009679 ns
* Top delay family on crit path: simple AND/OR/NAND/NOR gates
* Number of fill cells at 855
* Status: complete, no violations
* Routing usage on met3 at 1.622%
* WP data arrival at 2.40 ns
* First-pass GRT wire length at 9094 um
* Gr usage total at 12.64%
* Routing usage on met1 at 19.73%
* Synth unique cells at around 56
* Chip Width at 95.66 um
* Syn Std Cell Area at roughly 0.0026 mm^2
* RSZ-0062 raised after global routing: false
* # resized after CTS at 0
* Setup Buffers After CTS at 0
* GRT overflow at 0
* Pre-Place Util at 31.55%
* Max Cap Viol at 0
* Yosys Warn Count at 1
* Crit path from: state[3]$_DFF_PN0_
* Die Span Y at between 90 and 100 um
* Worst Setup End Kind: output pin
* # Cells Yosys at 295
* Final Max Tran Viols at 0
* Routed Antenna Nets at 0
* Router iterations before antenna repair at 4
==> cell type report <==
cell class	instances	area (um^2)	area share, %
inverters	11	41.29	1.427
multi-input cells	223	1480	51.15
repair buffers	11	107.6	3.718
well taps	105	131.4	4.540
clock inverters	1	6.256	0.2162
clock buffers	7	86.33	2.983
flip-flops and latches	48	1041	35.97
==> registers in the layout, summed over array words and instances (netlist names) <==
register,count
counter,32
last_col,4
last_row,4
rows,4
state,4
==> worst paths after layout <==
path                            cells after the start                  endpoint  slack [ns]
worst max register to register                      5  counter[29]$_SDFFE_PP0P_        3.26
worst max-delay path                                4                   num_new        2.00
worst min register to register                      2  counter[29]$_SDFFE_PP0P_        0.50
worst min-delay path                                2  counter[29]$_SDFFE_PP0P_        0.50
max in group asynchronous                           1        state[0]$_DFF_PN0_        3.79
min in group asynchronous                           1   last_col[2]$_DFFE_PN0P_        1.24
==> cells in the mapped netlist (2+ instances only) <==
cell / count
dfrtp_1: 16
nor4_1: 10
nor2b_1: 2
clkbuf_1: 7
a211o_1: 2
o31ai_1: 3
or3_1: 11
xor2_1: 5
nand3_1: 11
xnor2_1: 11
and2_1: 3
and3_2: 2
nand3b_1: 6
o2111ai_1: 3
a211oi_1: 4
o21ai_0: 18
a221oi_1: 2
mux2_2: 8
ha_1: 2
a21oi_1: 26
nand4_2: 2
and4_4: 2
nor2_1: 25
or4_1: 2
buf_4: 4
inv_1: 11
a22oi_1: 3
nand4_1: 7
nor4_2: 2
nand2_1: 20
nor3_1: 9
dfxtp_1: 32
==> metal layers <==
metal  part of all wire [%]  wire, um
met2                     45      2284
met4                   0.70        36
met5                      0         0
met3                    2.4       123
met1                     52      2679
==> logic make-up (layout without fill, tap and decap cells) <==
logic type,after synthesis,in the layout,synth area share (%)
compound gates,72,72,17.69
mux,9,9,3.804
flops,48,48,39.56
xor+xnor,18,18,6.990
simple gates,122,122,26.68
buf+inv,24,30,4.327
fa+ha+maj,2,2,0.9509
==> report_power, final <==
part           total (mW)  internal (mW)  switching [mW]
combinational       0.402          0.187           0.215
sequential          0.506          0.408          0.0980
clock               0.217          0.103           0.114
==> stage by stage <==
| step | cells | cell area (um^2) |
|---|---|---|
| 2_1_floorplan | 295 | 2631 |
| 3_3_place_gp | 398 | 2801 |
| 3_5_place_dp | 398 | 2801 |
| 4_1_cts | 406 | 2894 |
| 5_1_grt | 406 | 2894 |
| 6_report | 406 | 2894 |
==> cells in the final DEF (no fill, tap or decap), types with 7 or more instances in the layout <==
master / netlist / layout
xnor2_1: 11 / 11
dfxtp_1: 32 / 32
nand3_1: 11 / 11
inv_1: 11 / 11
a21oi_1: 26 / 25
dfrtp_1: 16 / 16
nor3_1: 9 / 9
or3_1: 11 / 11
nand2_1: 20 / 20
nor4_1: 10 / 10
nor2_1: 25 / 25
nand4_1: 7 / 7
clkdlybuf4s50_1: 0 / 10
o21ai_0: 18 / 18
mux2_2: 8 / 8
==> tightest hold or removal path, cell delays in order, from the launching register on <==
cell,delay [ns]
dfxtp_1,0.34
nand2_1,0.07
a21oi_1,0.05
Power and IR drop assume default switching activity.
